[./design.v]
module ALU (
    input logic  [4:0]  alu_op,
    input logic  [31:0] SrcA,SrcB,
    output logic [31:0] ALUResult
);
 always_comb begin
    case(alu_op)
    5'b00000: ALUResult = SrcA + SrcB ;                              
    5'b00001: ALUResult = SrcA - SrcB ;                              
    5'b00010: ALUResult = SrcA << SrcB[4:0];                         
    5'b00011: ALUResult = ($signed(SrcA) < $signed(SrcB)) ? 1 : 0;   
    5'b00100: ALUResult = (SrcA < SrcB) ? 1 : 0;                     
    5'b00101: ALUResult = SrcA ^ SrcB;                               
    5'b00110: ALUResult = SrcA >> SrcB;                              
    5'b00111: ALUResult = SrcA >>> SrcB[4:0];                        
    5'b01000: ALUResult = SrcA | SrcB;                               
    5'b01001: ALUResult = SrcA & SrcB;                               
    5'b01010: ALUResult = SrcB;                                       
    default:  ALUResult = SrcA + SrcB;
    endcase
  end
endmodule
[./run.sh]
#!/bin/bash
# OpenROAD 26Q1-2900-gdf79404cd8, Yosys 0.63+post, stock flow scripts
make -C /OpenROAD-flow-scripts/flow DESIGN_CONFIG=/design/flow/config.mk WORK_HOME=/design/flow/orfs finish
[./config.mk]
export PLATFORM = sky130hd
export DESIGN_NAME = ALU
export DESIGN_NICKNAME = ALU
export VERILOG_FILES = /design/flow/design.v
export SDC_FILE = /design/flow/constraint.sdc
export NUM_CORES = 4
export LEC_CHECK = 1
export CORE_UTILIZATION = 30
[./constraint.sdc]
current_design ALU

set clk_period 22.7
set clk_io_pct 0.2

create_clock -name clk0 -period $clk_period

set non_clock_inputs [all_inputs -no_clocks]
set_input_delay [expr $clk_period * $clk_io_pct] -clock clk0 $non_clock_inputs
set_output_delay [expr $clk_period * $clk_io_pct] -clock clk0 [all_outputs]
==> results.toml <==
# implementation run metrics
[final_timing]
period_used_pct = 60.8
tightest_slew_ps = 795
slew_headroom_pct = 46.5
fin_setup_tns_ps = 0
whs_ps = 10080
finalSetupViolCount = 0
finalWorstSetupSlack_ps = 8900
final.min_clock_period_ps = 13800
hold_violations = 0
final_max_slew_viol_count = 0
fmax_mhz = 72.5
rsz0062_at_grt = "false"

[placement]
place_congestion = 1.05
placed_area_sq_um = 9960
place_hpwl_mm = 33.6
portBuffers = 101
dpl_worst_slack_ps = 9030
dp_cells = 1714

[floorplan]
fp.coreArea_sq_um = 28800
die_x_microns = 173
dieArea_sq_um = 30000
top_level_ports = 101
core_util_floorplan_pct = 30.5
die_y_microns = 173
rows = 62

[job]
warning_count = 97
cap_violations = 0

[pwr]
ir_worst_vdd_uv = 9.35
p_leak_nw = 3.96
power_density_nw_per_um2 = 26.7
power_mw = 0.266

[worst_setup_path]
end_kind = "output port"
max_stage_delay_ps = 580
critPathLaunchType = "input pin"
crit_path_max_fanout = 42
slowest_stage = "ha_1"
critPathKind = "in -> out"
critPathArrivalTime_ps = 9260
cp.required_ps = 18160
crit_chain = "clkdlybuf4s50_1, buf_4, inv_1, ha_1, inv_1, a21oi_1, o311ai_1, a211oi_1, o21ai_1, a31oi_2, nor2_1, or4_1, a211o_1, clkdlybuf4s50_1"

[route]
drt_iter0_drc = 1208
drc_errors = 0
ant_nets = 0
vias = 10900
viasPerCell = 6.35
firstDrtPassIters = 5
wl_per_cell_microns = 25.4
wirelength_mm = 43.5
antenna-diode-count = 0

[clock_tree]
postCtsSetupRepairBufs = 0
cts_hold_buf = 0
ctsResizeCount = 0

[hold_path]
hp-start = "SrcB[1]"
holdPathEnd = "ALUResult[1]"
hp-class = "in -> out"
whs_path_depth = 4

[global_route]
grt_overflow = 0
grt_first_pass_wirelength_mm = 65.6
track_usage_pct = 29.0
antenna_found_initial = 0
grt_pass1_vias = 10100
grt_start_max_net_pins = 77

[final_layout]
fin_util_pct = 34.6
n_clock_buffer = 0
lay_top_count = "nor2_1"
final_cell_mix = "139 x nor2_1, 138 x a21oi_1, 127 x nand2_1, 97 x ha_1, 97 x clkdlybuf4s50_1"
register_area_sq_um = 0
fin_cells = 1714
syn2layout_area_growth_pct = 13.4
drive_gt1_share_pct = 7.44
flops = 0
fin_area_sq_um = 9960

[run_status]
outcome = "finished clean"

[logic_synthesis]
yosysTopAreaCell = "ha_1"
syn_inst = 1316
synth_cell_types = 81
yosys_warnings = 1
netlist_area_sq_um = 8790
top_cells_by_area = "ha_1 14%, mux4_2 9.0%, a21oi_1 7.9%"
yosys.area.top_type_share_pct = 13.8
ys_chip_area_sq_um = 8790
ys_cells = 1316
yosys.stat.seqShare_pct = 0
syn_area_per_cell_sq_um = 6.68
==> routing by layer <==
metal  share of wire (%)  vias up  track usage (%)
met5                   0        -                0
met4                 2.7        0             6.53
met3                  10       70             3.95
met2                  43      632             42.0
met1                  44     5199             45.3
li1                    -     4984                -
==> where the power goes <==
| part | internal (mW) | leakage, nW | switching, mW | total, mW |
|---|---|---|---|---|
| Combinational | 0.106 | 3.96 | 0.160 | 0.266 |
| Sequential | 0 | 0 | 0 | 0 |
| Clock | 0 | 0 | 0 | 0 |
==> cell families after synthesis <==
| family | count (synthesis) | synth area share (%) |
|---|---|---|
| and+or+nand+nor | 401 | 20.7 |
| muxes | 89 | 15.4 |
| adders and majority gates | 99 | 14.3 |
| buffers and inverters | 208 | 9.91 |
| xor gates and xnor gates | 12 | 1.20 |
| AOI/OAI and AO/OA | 507 | 38.6 |
==> synth_stat cells, types with 19 or more instances <==
library cell / count
nor2_1: 139
a21oi_1: 138
nand2_1: 127
ha_1: 97
o21ai_0: 95
inv_1: 93
clkbuf_1: 50
mux2i_1: 38
buf_2: 36
mux4_2: 35
a211oi_1: 33
o211ai_1: 31
nor3_1: 28
a221oi_1: 25
nand3_1: 20
nor4_1: 19
==> worst max path at each step <==
stage     startpoint       endpoint  slack, ps  cells after the start
4_1_cts      SrcB[4]  ALUResult[31]       9010                     14
5_1_grt      SrcB[4]  ALUResult[31]       8670                     14
6_report     SrcB[4]  ALUResult[31]       8900                     14
==> final cells by class <==
type	count	area (sq um)
fill	3069	18800
inverter	95	357
multi-input combinational	1108	7940
tap	384	480
timing repair buffer	127	1190
==> worst max-delay path: cells and delay by family <==
kind,cells,cell delay (ps)
simple gates,2,600
compound gates,6,1770
buf+inv,5,1760
fa+ha+maj,1,580
Power figures rest on the tool's default switching activity, not on a simulated workload.
