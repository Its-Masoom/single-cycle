### ./design.v
module Register_file (
     input logic         clk,rst,reg_wr,
     input logic  [4:0]  raddr1,raddr2,waddr,
     input logic  [31:0] wdata,
     output logic [31:0] rdata1,rdata2
);
    logic [31:0] register_file[30:0];
    always_comb begin
        rdata1 = (|raddr1) ? register_file[raddr1] : '0 ;
        rdata2 = (|raddr2) ? register_file[raddr2] : '0 ;
    end
  integer i;
  always_ff @(negedge clk) begin
    if (reg_wr && (|waddr)) begin
        register_file[waddr] <= wdata;
    end
    else if (rst) begin
      for(i = 1; i <= 32; i = i + 1)
        register_file[i] <= 32'd0;
    end 
  end
endmodule
### ./run.sh
#!/bin/bash
# OpenROAD 26Q1-2900-gdf79404cd8, Yosys 0.63+post, stock flow scripts
make -C /OpenROAD-flow-scripts/flow DESIGN_CONFIG=/design/flow/config.mk WORK_HOME=/design/flow/orfs finish
### ./config.mk
export PLATFORM = sky130hd
export DESIGN_NAME = Register_file
export DESIGN_NICKNAME = Register_file
export VERILOG_FILES = /design/flow/design.v
export SDC_FILE = /design/flow/constraint.sdc
export NUM_CORES = 4
export LEC_CHECK = 1
export CORE_UTILIZATION = 50
### ./constraint.sdc
current_design Register_file

set clk_period 137.5
set clk_io_pct 0.2

create_clock -name clk0 -period $clk_period [get_ports {clk}]

set non_clock_inputs [all_inputs -no_clocks]
set_input_delay [expr $clk_period * $clk_io_pct] -clock clk0 $non_clock_inputs
set_output_delay [expr $clk_period * $clk_io_pct] -clock clk0 [all_outputs]
==> summary.log <==
INFO  yosys          synth_cells=5920
INFO  global_route   vias_in_the_first_global_route=49600
INFO  worst_setup_path endpoint_kind=register
INFO  sta            fin_skew=0ps
INFO  routing        num_vias=49900
INFO  yosys          synth-async-reset-ratio=0
INFO  floorplan      die.size.x=323um
INFO  sta            slew_violations=0
INFO  pwr            clock_power_share=0.533
INFO  yosys          synthesis.yosys.warnings=1
INFO  clock_tree     clk_latency=710ps
INFO  routing        first_iter_violations=4746
INFO  yosys          yosys-stat-area=51700um2
INFO  cells_and_area largest_reg_flops=1024
INFO  clock_tree     cts_h_tree_depth=3
INFO  worst_setup_path worst-endpoint-arrival=32050ps
INFO  clock_tree     post_cts_resize_count=0
INFO  routing        dr.pass1.iters=6
INFO  run            tool_warnings=1029
INFO  global_route   largest_net_degree_at_the_start_of_global_routing=154
INFO  sta            worst_slack=37250ps
INFO  clock_tree     cts_tree=yes
INFO  placed_design  dp_worst_setup_slack=36700ps
INFO  status         run_status=finished, final reports clean
INFO  yosys          post_synth_cell_types=40
INFO  worst_hold_path min_delay_path_depth=2
INFO  global_route   first_pass_grt_wire_length=302mm
INFO  global_route   groute.usage.overall=0.415
INFO  cells_and_area top_regs=register_file x1024
INFO  floorplan      num_rows=117
INFO  routing        count_of_nets_left_with_antenna_violations_after_detail_routing=0
INFO  worst_setup_path timing_worst_setup_path_type=input pin to register
INFO  worst_hold_path min_path_type=register to register
INFO  sta            report.final.hold_viol_count=0
INFO  placed_design  place.gp.congestion=0.941
INFO  global_route   grt.overflow.total=0
INFO  sta            setup_viol=0
INFO  clock_tree     clk_transition_reported_paths=30ps
INFO  pwr            p_int=556uW
INFO  routing        drc=0
INFO  routing        finalWirelength=206mm
INFO  global_route   grt_antenna_before_repair=5
INFO  pwr            power.share.combinational=0.084
INFO  floorplan      fp-utilization=0.506
INFO  yosys          ys.flop_type=sky130_fd_sc_hd__dfxtp_1
INFO  pwr            finalPower=810uW
INFO  pwr            p_seq_frac=0.383
INFO  pwr            p_leak=0.0251uW
INFO  clock_tree     clockRootBuffer=sky130_fd_sc_hd__clkbuf_16
INFO  yosys          edff_count_synth=0
INFO  cells_and_area syn_to_final_growth=18.7%
INFO  yosys          seq_area_frac_synth=0.397
INFO  routing        drt-wirelength-per-cell=25.0um
INFO  placed_design  port_buffers=113
INFO  run            max_cap_viol_count=0
INFO  sta            totalNegativeSetupSlack=0ps
INFO  worst_setup_path critPathLaunchType=input pin
INFO  clock_tree     ctsLongestPathBuffers=3
INFO  worst_setup_path critPathRequiredTime=69300ps
INFO  floorplan      floorplan.die.height=323um
INFO  floorplan      dieArea=105000um2
INFO  routing        avgViaCountPerCell=6.07
INFO  pwr            switchingPower=254uW
INFO  worst_setup_path reg2regPathDepth=2
INFO  worst_setup_path path_max_fanout=71
INFO  clock_tree     cts-buffers-inserted=118
INFO  floorplan      fp.coreArea=102000um2
INFO  yosys          synth_flop_count=1024
INFO  placed_design  dp_hpwl=113mm
INFO  yosys          syn_area=51700um2
INFO  cells_and_area finalNonFillerCells=8219
INFO  pwr            power.switching_fraction=0.313
INFO  yosys          yosys-stat-cells=5920
INFO  yosys          postSynthAreaPerCell=8.73um2
INFO  sta            maxSlewHeadroom=0.356
INFO  sta            max_slew.worst_pin.slew=942ps
INFO  sta            hold_slack=461ps
INFO  cells_and_area fraction_of_final_layout_cells_with_drive_strength_greater_than_1=0.126
INFO  cells_and_area fillCellCount=8742
INFO  pwr            power.density=13.2nW/um2
INFO  placed_design  placedCellCount=6990
INFO  clock_tree     clock_sinks=1024
INFO  sta            rsz0062_at_grt=no
INFO  clock_tree     post_cts_setup_buffer_count=0
INFO  clock_tree     number_of_hold_buffers_added_after_cts=0
INFO  cells_and_area register_with_the_highest_flop_count=register_file
INFO  floorplan      pin_count=114
INFO  pwr            vdd_drop_max=0.0000118V
worst paths after layout:
| path | end | slack (ps) | startpoint |
|---|---|---|---|
| hold / removal | register_file[23][31] | 460 | register_file[23][31] |
| hold reg to reg | register_file[23][31] | 460 | register_file[23][31] |
| setup reg to reg | register_file[16][8] | 136810 | register_file[16][8] |
| setup / recovery | register_file[30][4] | 37250 | waddr[4] |
layout by cell type, fill, tap and decap left out, types with 4 or more instances in the layout:
| cell | Yosys | final |
|---|---|---|
| sky130_fd_sc_hd__nand2_1 | 2031 | 2012 |
| sky130_fd_sc_hd__inv_1 | 3 | 1072 |
| sky130_fd_sc_hd__dfxtp_1 | 1024 | 1024 |
| sky130_fd_sc_hd__a21oi_1 | 1017 | 1017 |
| sky130_fd_sc_hd__mux4_2 | 405 | 405 |
| sky130_fd_sc_hd__mux2i_1 | 293 | 293 |
| sky130_fd_sc_hd__buf_4 | 27 | 196 |
| sky130_fd_sc_hd__clkbuf_16 | 0 | 119 |
| sky130_fd_sc_hd__clkdlybuf4s50_1 | 0 | 104 |
| sky130_fd_sc_hd__a22oi_1 | 74 | 74 |
| sky130_fd_sc_hd__nor2b_1 | 63 | 57 |
| sky130_fd_sc_hd__a22o_1 | 50 | 50 |
| sky130_fd_sc_hd__o22ai_1 | 44 | 44 |
| sky130_fd_sc_hd__a2111oi_0 | 44 | 42 |
| sky130_fd_sc_hd__nor3_1 | 44 | 34 |
| sky130_fd_sc_hd__nor2_1 | 56 | 31 |
| sky130_fd_sc_hd__a211oi_1 | 31 | 31 |
| sky130_fd_sc_hd__nor2_4 | 0 | 23 |
| sky130_fd_sc_hd__nor4_1 | 24 | 23 |
| sky130_fd_sc_hd__a21boi_0 | 22 | 22 |
| sky130_fd_sc_hd__nand2_2 | 0 | 19 |
| sky130_fd_sc_hd__bufinv_16 | 0 | 17 |
| sky130_fd_sc_hd__clkinvlp_2 | 0 | 16 |
| sky130_fd_sc_hd__nand3_2 | 0 | 11 |
| sky130_fd_sc_hd__nor3_2 | 0 | 10 |
| sky130_fd_sc_hd__mux2_2 | 10 | 10 |
| sky130_fd_sc_hd__o221ai_1 | 9 | 9 |
| sky130_fd_sc_hd__a221oi_1 | 9 | 9 |
| sky130_fd_sc_hd__o21ai_1 | 9 | 9 |
| sky130_fd_sc_hd__nand3_1 | 18 | 7 |
| sky130_fd_sc_hd__nand3b_1 | 4 | 4 |
| sky130_fd_sc_hd__nor2b_4 | 0 | 4 |
| sky130_fd_sc_hd__a31oi_1 | 4 | 4 |
stage by stage:
stage | instance area, um2 | utilization
floorplan | 51700 | -
global placement | 53700 | 0.525
finish | 61300 | 0.600
global route | 61300 | 0.600
CTS | 61300 | 0.600
detailed placement | 53700 | 0.525
power groups by stage:
stage / clock (uW) / sequential [uW] / combinational [uW]
after CTS: 439 / 310 / 66.2
after global routing: 477 / 310 / 71.1
final: 431 / 310 / 68.2
worst max-delay path, stage by stage:
cell                              delay, ps
sky130_fd_sc_hd__clkdlybuf4s50_1        630
sky130_fd_sc_hd__nor3_1                 570
sky130_fd_sc_hd__nand2_1                180
sky130_fd_sc_hd__a21boi_4               230
sky130_fd_sc_hd__buf_4                  480
sky130_fd_sc_hd__buf_4                  760
sky130_fd_sc_hd__buf_4                  730
sky130_fd_sc_hd__buf_4                  740
sky130_fd_sc_hd__a21oi_1                 90
kinds of logic after synthesis:
family / Yosys count / synth area share
flip-flops: 1024 / 0.397
buffers and inverters: 613 / 0.0534
multiplexers: 708 / 0.235
AND/OR/NAND/NOR: 2258 / 0.171
AND-OR/OR-AND: 1317 / 0.143
per-layer routing:
metal  vias to the layer above  routed length, um  global-route usage
met4                         4               7700               0.163
met3                       520              31900               0.254
met5                         -                 27            0.000463
met2                      3173              90000               0.578
li1                      22400                  -                   -
met1                     23800              76100               0.535
layout make-up:
cell class              count  area [um2]  area share
clock buffers             119        2980      0.0486
well taps                1368        1710      0.0279
inverters                   3        11.3    0.000184
clock inverters          1109        4650      0.0758
repair buffers            311        2660      0.0433
flip-flops and latches   1024       20500       0.334
multi-input cells        4283       28800       0.470
diodes                      2        5.00   0.0000816
cells in the mapped netlist (2+ instances only):
library cell,n,area (um2)
sky130_fd_sc_hd__mux4_2,405,9120
sky130_fd_sc_hd__or3_1,3,18.8
sky130_fd_sc_hd__o21ai_1,9,45.0
sky130_fd_sc_hd__a211oi_1,31,233
sky130_fd_sc_hd__clkbuf_1,378,1420
sky130_fd_sc_hd__nand2b_1,2,12.5
sky130_fd_sc_hd__buf_4,27,203
sky130_fd_sc_hd__buf_2,164,821
sky130_fd_sc_hd__nor4_1,24,150
sky130_fd_sc_hd__mux2i_1,293,2930
sky130_fd_sc_hd__nor2_1,56,210
sky130_fd_sc_hd__nand3b_1,4,30.0
sky130_fd_sc_hd__a221oi_1,9,78.8
sky130_fd_sc_hd__and2_1,4,25.0
sky130_fd_sc_hd__a31oi_1,4,25.0
sky130_fd_sc_hd__nor2b_1,63,394
sky130_fd_sc_hd__nand2_1,2031,7620
sky130_fd_sc_hd__o22ai_1,44,275
sky130_fd_sc_hd__dfxtp_1,1024,20500
sky130_fd_sc_hd__nor3_1,44,220
sky130_fd_sc_hd__inv_1,3,11.3
sky130_fd_sc_hd__nand3_1,18,90.1
sky130_fd_sc_hd__mux2_2,10,113
sky130_fd_sc_hd__o221ai_1,9,78.8
sky130_fd_sc_hd__a22oi_1,74,556
sky130_fd_sc_hd__or2_2,2,12.5
sky130_fd_sc_hd__or2_1,2,12.5
sky130_fd_sc_hd__a21oi_1,1017,5090
sky130_fd_sc_hd__buf_1,20,75.1
sky130_fd_sc_hd__a22o_1,50,438
sky130_fd_sc_hd__a2111oi_0,44,385
sky130_fd_sc_hd__buf_6,20,225
sky130_fd_sc_hd__and3_1,3,18.8
sky130_fd_sc_hd__nor4b_1,2,17.5
sky130_fd_sc_hd__a21boi_0,22,165
Power figures rest on the tool's default switching activity, not on a simulated workload.
